### ./constraint.sdc
current_design uart_hello

set clk_period 4.6
set clk_io_pct 0.2

create_clock -name clk0 -period $clk_period [get_ports {clk}]

set non_clock_inputs [all_inputs -no_clocks]
set_input_delay [expr $clk_period * $clk_io_pct] -clock clk0 $non_clock_inputs
set_output_delay [expr $clk_period * $clk_io_pct] -clock clk0 [all_outputs]
### ./config.mk
export PLATFORM = sky130hd
export DESIGN_NAME = uart_hello
export DESIGN_NICKNAME = uart_hello
export VERILOG_FILES = /design/flow/design.v
export SDC_FILE = /design/flow/constraint.sdc
export NUM_CORES = 4
export LEC_CHECK = 1
export CORE_UTILIZATION = 40
### ./design.v
`timescale 1ns / 1ps
module baud_clk#(
    parameter FREQ_CLKIN    =   100_000_000,
    parameter BAUD_RATE     =   9600
)(
    input   clk,
    output  tx_clk
);
    parameter TX_ACC_MAX   = FREQ_CLKIN / BAUD_RATE;
    parameter TX_ACC_WIDTH = $clog2(TX_ACC_MAX);
    reg [TX_ACC_WIDTH - 1:0] tx_acc = 0;
    assign tx_clk = (tx_acc == {TX_ACC_WIDTH{1'b0}});
    always @(posedge clk) begin
        if (tx_acc == TX_ACC_MAX[TX_ACC_WIDTH - 1:0])
            tx_acc <= 0;
        else
            tx_acc <= tx_acc + 1'b1;
    end
endmodule
`timescale 1ns / 1ps
module send_signal#(
    parameter FREQ_CLKIN = 100_000_000
)(
    input       clk,
    input       pause,
    output      send
);
    parameter SEND_RATE         = 1;                         
    parameter SEND_CNT_MAX      = FREQ_CLKIN / SEND_RATE;
    parameter SEND_CNT_WIDTH    = $clog2(SEND_CNT_MAX);
    reg [SEND_CNT_WIDTH - 1:0] cnt = 0;
    always@(posedge clk) begin
        cnt <= cnt + 1'b1;
        if (cnt == SEND_CNT_MAX) begin
            cnt <= 0;
        end
    end
    assign send = pause ? 1'b0 : (cnt == 1);
endmodule
`timescale 1ns / 1ps
module tx(
    input       [7:0]   data_in,
    input               wr_en,
    input               clk,
    input               tx_clk,
    output  reg         tx,
    output              tx_busy
);
    initial tx = 1'b1;
    localparam STATE_IDLE   = 2'b00;
    localparam STATE_START  = 2'b01;
    localparam STATE_DATA   = 2'b11;
    localparam STATE_STOP   = 2'b10;
    reg [7:0] data      = 8'h00;
    reg [2:0] bitpos    = 3'h0;
    reg [1:0] state     = STATE_IDLE;
    always @(posedge clk) begin
        case (state)
        STATE_IDLE: begin
            if (wr_en) begin
                state   <= STATE_START;
                data    <= data_in;
                bitpos  <= 3'h0;
            end
        end
        STATE_START: begin
            if (tx_clk) begin
                tx      <= 1'b0;
                state   <= STATE_DATA;
            end
        end
        STATE_DATA: begin
            if (tx_clk) begin
                if (bitpos == 3'h7)
                    state   <= STATE_STOP;
                else
                    bitpos  <= bitpos + 3'h1;
                tx <= data[bitpos];
            end
        end
        STATE_STOP: begin
            if (tx_clk) begin
                tx      <= 1'b1;
                state   <= STATE_IDLE;
            end
        end
        default: begin
            tx      <= 1'b1;
            state   <= STATE_IDLE;
        end
        endcase
    end
    assign tx_busy = (state == STATE_START || state == STATE_DATA);
endmodule
`timescale 1ns / 1ps
module uart#(
    parameter FREQ_CLKIN    = 100_000_000,
    parameter BAUD_RATE     = 9600
)
(
    input           clk,
    input   [7:0]   data_in,
    input           wr_en,
    output          tx,
    output          tx_busy
);
    wire tx_clk;
    baud_clk#(
        .FREQ_CLKIN(FREQ_CLKIN),
        .BAUD_RATE(BAUD_RATE)
    )
    U_baud_clk(
        .clk(clk),
        .tx_clk(tx_clk)
    );
    tx U_tx(
        .data_in(data_in),
        .wr_en(wr_en),
        .clk(clk),
        .tx_clk(tx_clk),
        .tx(tx),
        .tx_busy(tx_busy)
    );
endmodule
`timescale 1ns / 1ps
module uart_hello#(
    parameter FREQ_CLKIN    = 100_000_000,
    parameter BAUD_RATE     = 9600
)
(
    input   clk,
    input   pause,
    output  tx,
    output  tx_debug
);
    localparam STRING_SEND  = "Hello World!\n";
    localparam STRING_LEN   = 13;
    localparam STATE_IDLE   = 1'b0;
    localparam STATE_SEND   = 1'b1;
    parameter BYTE_INDEX_WIDTH  = $clog2(STRING_LEN);
    parameter BIT_INDEX_WIDTH   = 3 + BYTE_INDEX_WIDTH;
    reg [BYTE_INDEX_WIDTH - 1:0]    bytepos;
    reg [BIT_INDEX_WIDTH - 1 :0]    bitpos;
    reg [7                   :0]    tx_data;
    reg                             state       = STATE_IDLE;
    reg                             wr_en       = 0;
    wire [8 * STRING_LEN - 1 :0]    tx_str_bit  = STRING_SEND;
    wire                            tx_busy;
    always@(posedge send or negedge tx_busy) begin
        if (send) begin
            bytepos = STRING_LEN;
            bitpos  = bytepos * 8 - 1;
            tx_data = tx_str_bit[bitpos-:8];
            wr_en   = 1;
            bytepos = bytepos - 1;
            state   = STATE_SEND;
        end
        else begin
            case (state)
                STATE_IDLE: begin
                    wr_en   = 0;
                    tx_data = 0;
                end
                STATE_SEND: begin
                    bitpos  = bytepos * 8 - 1;
                    tx_data = tx_str_bit[bitpos-:8];
                    wr_en   = 1;
                    bytepos = bytepos - 1;
                    if (bytepos == 0) begin
                        state = STATE_IDLE;
                    end
                    else begin
                        state = STATE_SEND;
                    end
                end
                default: state = STATE_IDLE;
            endcase
        end
    end
    assign tx_debug = tx;
    uart#(
        .FREQ_CLKIN(FREQ_CLKIN),
        .BAUD_RATE(BAUD_RATE)
    )
    U_uart(
        .clk(clk),
        .data_in(tx_data),
        .wr_en(wr_en),
        .tx(tx),
        .tx_busy(tx_busy)
    );
    send_signal#(
        .FREQ_CLKIN(FREQ_CLKIN)
    )
    U_send_signal(
        .clk(clk),
        .pause(pause),
        .send(send)
    );
endmodule
### ./run.sh
#!/bin/bash
# OpenROAD 26Q1-2900-gdf79404cd8, Yosys 0.63+post, stock flow scripts
make -C /OpenROAD-flow-scripts/flow DESIGN_CONFIG=/design/flow/config.mk WORK_HOME=/design/flow/orfs finish
==> impl_metrics.tcl <==
# place-and-route summary
set metrics [dict create \
    run_status "finished, final reports clean" \
    drtIter0Drc 97 \
    final_layout_size_suffix_gt1_frac 0.106 \
    pwr-share-seq 0.600 \
    fin_skew_ns 0.00498 \
    combGateArea_um2 1620 \
    yosys-mux-area-fraction 0.0224 \
    first_global_vias 2130 \
    worstPathCellList "inv_1, ha_1, nor4b_1, nand4_1, a21o_1, a221oi_1" \
    areaGrowthSynthToFinish_pct 6.04 \
    cts_resized 0 \
    worst-path-max-fanout 5 \
    critical-path-max-stage-delay_ns 0.38 \
    max_cap_viol_count 0 \
    rsz0062_at_grt "no" \
    power.static_leakage_nw 1.27 \
    top_level_ports 4 \
    worst_path_dominant_cell_family "AND-OR/OR-AND gates" \
    path_clk_slew_ns 0.10 \
    powerDensity_nw_per_um2 230 \
    synth_top_area_share 0.249 \
    die_w_um 92.7 \
    critical_path_buf_inv_count 1 \
    p_sw_frac 0.196 \
    ys_async_sr_fraction 0.194 \
    number_of_antenna_violations_at_the_first_check_in_global_routing 0 \
    report.final.setup_viol 0 \
    synthDominantAreaCellType "dfxtp_1" \
    postRouteAntennaNets 0 \
    arrival_ns 2.01 \
    critical_path_required_ns 4.57 \
    synth_cell_type_count 64 \
    max-clock-path-buffers 2 \
    met3_usage 0.0242 \
    critical_path.startpoint_type "register" \
    postSynth.topFlopCell "dfxtp_1" \
    intPower_w 0.000647 \
    grt_max_degree 18 \
    synth_cells 322 \
    edf_count 13 \
    worst_setup_path_end_kind "register" \
    synth.yosys.num_cells 322 \
    finish.instance_area_um2 3490 \
    setup_total_negative_slack_ns 0 \
    drt_pass1_iterations 4 \
    total_cell_area_reported_by_yosys_after_synthesis_um2 3290 \
    globalRoute.totalOverflow 0 \
    detail_route.vias_per_cell 5.23 \
    chipHeight_um 92.7 \
    max-vdd-ir-drop_v 0.000166 \
    grt_first_pass_wirelength_um 10000 \
    clock-root-buffer "clkbuf_8" \
    fp-utilization 0.419 \
    unclocked_regs 13 \
    fillerInstances 770 \
    layout_worst_path_cycle_share 0.442 \
    netSwitchingPower_w 0.000158 \
    yosys.stat.seqShare 0.469 \
    finalCriticalPeriod_ns 2.03 \
    numPortBuffers 3 \
    synth.top_cells.by_area "dfxtp_1 25%, edfxtp_1 12%, xnor2_1 6.1%" \
    diodes 0 \
    synthesis.area_um2 3290 \
    design.core.area_um2 7850 \
    endpoints_left_unconstrained 20 \
    synth-seq-cells 67 \
    globalRoute.busiestLayer "met1" \
    place.detailed.hpwl_um 3900 \
    reg_area_um2 1540 \
    cts_inserted_buffers 5 \
    avgSynthCellArea_um2 10.2 \
    wl_per_cell_um 12.9 \
    globalRouteMet2Util 0.207 \
    synth.yosys.warnings 5 \
    route.detailed.drc 0 \
    relSlewSlack 0.526 \
    global_route.usage.total 0.145 \
    simple_gate_area_frac 0.232 \
    floorplan.rows 32 \
    post_cts_setup_inserts 0 \
    cts_hold_buffers 0 \
    post_dp_cell_area_um2 3380 \
    max_clock_freq_mhz 492 \
    worst-slew-pin-transition_ns 0.707 \
    clk_latency_ns 0.30 \
    synth_logic_family "simple AND/OR/NAND/NOR gates" \
    crit_slowest_cell "a221oi_1" \
    finalMaxSlewViolations 0 \
    adder_share 0.0494 \
    routed-via-count 2214 \
    synthMostInstantiatedCell "dfxtp_1" \
    area_of_the_chip_um2 8600 \
    cts_tree "yes" \
    synth_compound_gate_area_share 0.0946 \
    openroad_warning_count 33 \
    place.gp.congestion 0.885 \
    globalRouteMet1Util 0.244 \
    wl_um 5460 \
    power.share.clock 0.398 \
    criticalPathCategory "register to register" \
    yosys.area_share.xor_xnor 0.0924 \
    comb_power_share 0.001 \
    finalHoldViolations 0 \
    commonest_cells_in_the_netlist "41 x dfxtp_1, 23 x xnor2_1, 22 x nor2_1, 20 x nand2_1, 18 x nand3_1" \
    holdCritPathClass "register to register" \
    h_tree_depth_reported_by_cts 2 \
]
[cell type report]
class	instances	area share
multi-input combinational	228	0.463
sequential	67	0.442
tap	102	0.0366
clock buffer	5	0.0197
inverter	14	0.0151
clock inverter	3	0.0125
timing repair buffer	4	0.0108
[metrics by stage]
step                power [W]  utilization  hold slack [ns]  worst slack (ns)  instances
finish               0.000804        0.445            0.487              2.57        423
detailed placement   0.000495        0.430            0.471              2.63        415
global route         0.000833        0.445            0.526              2.34        423
CTS                  0.000816        0.445            0.493              2.56        423
floorplan            0.000494            -            0.441              2.78        322
global placement     0.000495        0.430            0.461              2.68        415
[cells by family (layout without fill, tap and decap cells)]
| kind of cell | after synthesis | after routing |
|---|---|---|
| and+or+nand+nor | 129 | 129 |
| DFF | 67 | 67 |
| AOI/OAI and AO/OA | 47 | 47 |
| xor gates and xnor gates | 33 | 33 |
| buffers and inverters | 27 | 26 |
| adders and majority gates | 13 | 13 |
| muxes | 6 | 6 |
[layout by cell type (no fill, tap or decap), types with 4 or more instances in the layout]
master    count
nand4_1       6
and4_1        4
dfrtp_1       7
ha_1         13
nor2b_1       4
dfxtp_1      41
nor4_1        6
edfxtp_1     13
xor2_1        8
xnor2_1      23
nor3_1       10
dfstp_2       6
a21oi_1      15
nor2_1       22
clkbuf_8      5
nand3_1      18
or4_1         4
o21ai_0       8
inv_1        14
nand2_1      20
and3_1        7
mux2i_1       4
or3_1         5
[layer usage]
metal | wire [um] | share of wire
met4 | 55 | 0.010
met3 | 157 | 0.029
met2 | 2340 | 0.43
met5 | 0 | 0
met1 | 2910 | 0.53
[worst paths after layout]
kind | start | end | slack [ns] | depth (start not counted)
max | U_uart.U_baud_clk.tx_acc[0] | U_uart.U_tx.state[0] | 2.57 | 6
min | U_send_signal.cnt[10] | U_send_signal.cnt[10] | 0.49 | 1
max reg2reg | U_uart.U_baud_clk.tx_acc[0] | U_uart.U_tx.state[0] | 2.57 | 6
min reg2reg | U_send_signal.cnt[10] | U_send_signal.cnt[10] | 0.49 | 1
[power by group through the flow]
stage	Combinational [W]	Sequential [W]	Clock (W)
finish	0.00000113	0.000483	0.000321
CTS	0.00000113	0.000483	0.000332
global route	0.00000123	0.000483	0.000349
[registers in the layout, summed over array words and instances (netlist names)]
name	flops
U_uart.U_tx.bitpos	3
bytepos	4
U_uart.U_tx.tx	1
tx_data	7
wr_en	1
U_uart.U_tx.data	7
U_uart.U_baud_clk.tx_acc	14
U_send_signal.cnt	27
U_uart.U_tx.state	2
state	1
[worst register-to-register path, cell delays in order (launching register included)]
cell and delay [ns]:
dfxtp_1 0.36, inv_1 0.07, ha_1 0.13, nor4b_1 0.32, nand4_1 0.24, a21o_1 0.21, a221oi_1 0.38
Power is estimated from default activity; no workload was simulated.
